$ cat ./run.sh
#!/bin/bash
# OpenROAD 26Q1-2900-gdf79404cd8, Yosys 0.63+post, stock flow scripts
make -C /OpenROAD-flow-scripts/flow DESIGN_CONFIG=/design/flow/config.mk WORK_HOME=/design/flow/orfs finish
$ cat ./config.mk
export PLATFORM = sky130hd
export DESIGN_NAME = ascii_convert
export DESIGN_NICKNAME = ascii_convert
export VERILOG_FILES = /design/flow/design.v
export SDC_FILE = /design/flow/constraint.sdc
export NUM_CORES = 4
export LEC_CHECK = 1
export CORE_AREA = 10 10 70 70
export DIE_AREA = 0 0 80 80
$ cat ./constraint.sdc
current_design ascii_convert

set clk_period 1.4
set clk_io_pct 0.2

create_clock -name clk0 -period $clk_period [get_ports {i_clk}]

set non_clock_inputs [all_inputs -no_clocks]
set_input_delay [expr $clk_period * $clk_io_pct] -clock clk0 $non_clock_inputs
set_output_delay [expr $clk_period * $clk_io_pct] -clock clk0 [all_outputs]
$ cat ./design.v
`timescale 1ns / 1ps
module ascii_convert(
    i_clk, i_keyData, i_keyDataCnt,
    o_keyAddr
    );
    input i_clk;
    input [7:0] i_keyData, i_keyDataCnt;
    output [1:0] o_keyAddr;
    reg [7:0] r_key = 8'b0;
    reg [1:0] r_keyAddr = 2'b00;
    always @ (posedge i_clk)
        begin
            if(i_keyDataCnt == 32)
                begin
                    r_key <= i_keyData; 
                end
            else    begin
                r_key <= 8'h0;
                end
        end
    always @(*)
        begin
            case(r_key)
                8'h45: r_keyAddr = 2'b01;
                default: r_keyAddr = 2'b00;
            endcase
        end
    assign o_keyAddr = r_keyAddr;
endmodule
==> run notes <==
Implementation summary

Clock tree synthesis found a total of 8 sinks. The part of the total power dissipated in combinational logic is 13.3%. After synthesis, the design contains 34 cells according to Yosys. The number of input and output port buffers inserted is 17. The number of iterations in the first detailed-routing pass is 2. The chip height is 80 um. The remaining number of nets flagged by the antenna check after routing is 0.

The end-of-flow core utilization is 16.9%. The floorplan step defined a core boundary enclosing 3420 um2. The cell taking the most area after synthesis is sky130_fd_sc_hd__dfxtp_1. After synthesis the netlist holds a flip-flop and latch count of 8. The synthesis report lists the Yosys warning total as 1.

The path type of the worst min-delay path is primary input to register. The total power is 0.453 mW. The synthesized area divided by synthesized cell count is 10.3 um2. In the routed layout, each cell is associated on average with a via count of 2.78. The number of CTS-inserted buffers is 3. The routed design shows a wire length per standard cell of 8.09 um.

The overall die size recorded for this design is 6400 um2. Summed over all nets, the half-perimeter wirelength after detailed placement is 693 um. The final hold violation count is 0. The synthesized netlist cell count is 34.

Data on the critical path is required at its endpoint by 1.12 ns. The relative contribution of the clock network to total power is 36.2%. In this run the post-CTS setup repair buffer count came out at 0. In the Yosys report, the sequential cells make up 45.7% of the chip area. The initial DRC count is 2. The register bank with the most flops is r_key. The mapped cell area is 350 um2. The number of synthesized flops with an enable pin is 0.

The analysis reports a worst IR drop on VDD of 0.165 mV. TritonCTS built the clock tree. Per the post-CTS timing run, clock transition at the registers of the reported paths is 0.05 ns. The width of the chip is 80 um. For this run, the top clock speed supported by timing is 704 MHz. Data arrives at the worst endpoint at 1.14 ns. The DRC violation total left in the routed layout is recorded as 0. The endpoint type of the worst setup path is an output pin. Of the total power, the share spent switching nets is 18.4%.

The max-cap violation count is 0. The leftover overflow at the end of global routing is 0. The final worst slack is -0.0214 ns. The sequential share of power is 50.5%. Internal power comes to 0.369 mW. The number of slew-limit violations in the final report is 0. The global routing usage summed across all routing layers is 2.28%. The finished layout holds 97 standard cells, fillers aside. The floorplan has 21 rows.

The type of the setup path with the least slack is register to output pin. The number of global-route vias before repair came to 280. The leakage power figure is 0.212 nW. Counting flops with an async set or reset pin after synthesis yields a share of 0%. In this run the biggest area consumer among cell types represents 45.7% of the synthesized area. For this design, the CTS-stage hold fixing added 0 buffers. Setup repair after global routing could not meet its margin everywhere.

The period utilization is 102%. The clock tree buffer depth is 2. The count of H-tree levels built during CTS is 1.

The cell chosen for the clock root is sky130_fd_sc_hd__clkbuf_4. For reference, the top cells by area after synthesis are sky130_fd_sc_hd__dfxtp_1 (46%), sky130_fd_sc_hd__nor3_2 (23%), sky130_fd_sc_hd__inv_1 (8.6%). The number of warning messages in the logs is 27. For this run, the leading register cell type out of synthesis is sky130_fd_sc_hd__dfxtp_1. For this block, the via count after detailed routing is 270. The routed design could run at a clock period as short as 1.42 ns. Along the worst path, the maximum fanout reaches 1. The number of antenna violations at the first check in global routing is 0. In this run, distinct cell masters in the synthesized netlist total 12.

The first-pass GRT wire length is 1170 um. For this configuration, the core starts out at a cell density of 10.3%. The commonest cells after synthesis are sky130_fd_sc_hd__dfxtp_1 (8), sky130_fd_sc_hd__inv_1 (8), sky130_fd_sc_hd__nor3_2 (8). Entering global routing, the biggest net connects 9 pins. The last timing report of the flow puts the setup violation total at 1. The antenna diode instance count is 0. The total power density per cell area is 783 nW/um2. The final RePlAce weighted congestion is 0.662. The post-placement cell count is 94. The share of post-route cells with drive strength above 1 is 29.4%. The chip area in the Yosys report is 350 um2. The area growth from synthesis to final layout is 65.0%.

The flow ran to the end, but the final reports show violations. In the final layout, the registers with the most flip-flops are r_key: 8 flops. The aggregate routed wire length is 785 um. The total I/O pin count is 19.

The net switching power in the latest report is 0.0834 mW. The register with the most flip-flops in the layout has 8 of them. The kind of launch point of the worst setup path is a register. The final reports fail on setup timing.
## metrics by stage
step           hold WS [ns]  worst slack [ns]  instance area [um2]  setup TNS (ns)
4_1_cts               0.568           -0.0575                  578         -0.0575
6_report              0.574           -0.0214                  578         -0.0214
3_3_place_gp          0.846            -0.157                  554           -1.24
2_1_floorplan         0.411             0.260                  350               0
3_5_place_dp          0.836            -0.181                  554           -1.33
5_1_grt               0.583           -0.0904                  578         -0.0904
## final timing paths
path,startpoint,to,slack [ns],cells past startpoint
max,r_key[1]$_SDFF_PP0_,o_keyAddr[0],-0.02,3
min,i_keyData[2],r_key[2]$_SDFF_PP0_,0.57,3
## worst max-delay path, cell delays in order, from the launching register on
cell                       delay [ns]
sky130_fd_sc_hd__dfxtp_1         0.30
sky130_fd_sc_hd__nor4bb_2        0.27
sky130_fd_sc_hd__and4b_1         0.23
sky130_fd_sc_hd__buf_2           0.10
## repair_timing
item	4_1_cts	5_1_grt
endpoints found under the setup margin	1	1
pin swaps	2	2
gates resized	4	0
## layer usage
metal  track usage, %  part of all wire, %  up-vias
met2             3.69                   48       13
met4             1.41                  3.6        0
met3             1.14                  8.0        2
li1                 -                    -      138
met1             2.29                   40      117
met5                0                    0        -
## cells in the final DEF, fill, tap and decap left out, drive strengths merged
cell,Yosys,layout
nor4bb,1,1
clkbuf,0,3
dfxtp,8,8
buf,4,2
or4,1,1
inv,8,8
conb,1,1
clkdlybuf4s50,0,16
or4b,1,1
nor2,1,1
and4b,1,1
nor3,8,8
## power groups by stage
stage	clock network, mW	registers [mW]	logic [mW]
5_1_grt	0.182	0.228	0.0647
6_report	0.164	0.229	0.0600
4_1_cts	0.174	0.229	0.0608
## area by class of cell
type	instances	area, um2
fillers	391	2840
repair buffers	18	173
flip-flops and latches	8	160
multi-input cells	14	135
well taps	46	57.6
inverters	8	30.0
clock buffers	3	22.5
## cell families (layout without fill, tap and decap cells)
kind of cell,after synthesis,after routing,share of synthesized area [%]
AND/OR/NAND/NOR,13,13,35.7
buffers and inverters,12,29,17.5
flip-flops,8,8,45.7
other,1,1,1.07
No activity file was given, so power comes from the tool's default toggle rates.
