$ cat design.v
`timescale 1ns / 1ps
module ps2_ctrl(
    PS2Clk, PS2Data, 
    o_data, o_dataCnt
    );
    input PS2Clk, PS2Data;
    output[7:0] o_data; 
    output[7:0] o_dataCnt;
    reg [32:0] r_data = 33'b0;
    reg [7:0] r_dataCnt = 8'b0;
    always @ (negedge PS2Clk)
        begin
            if(r_dataCnt == 32)
                begin
                    r_dataCnt <= 0;
                end
            else
                begin
                    r_data[r_dataCnt] <= PS2Data;
                    r_dataCnt <= r_dataCnt + 1;
                end
        end
    assign o_data[7:0] = r_data[8:1];
    assign o_dataCnt = r_dataCnt;
endmodule
$ cat run.sh
#!/bin/bash
# OpenROAD 26Q1-2900-gdf79404cd8, Yosys 0.63+post, stock flow scripts
make -C /OpenROAD-flow-scripts/flow DESIGN_CONFIG=/design/flow/config.mk WORK_HOME=/design/flow/orfs finish
$ cat config.mk
export PLATFORM = sky130hd
export DESIGN_NAME = ps2_ctrl
export DESIGN_NICKNAME = ps2_ctrl
export VERILOG_FILES = /design/flow/design.v
export SDC_FILE = /design/flow/constraint.sdc
export NUM_CORES = 4
export LEC_CHECK = 1
export CORE_AREA = 10 10 87 87
export DIE_AREA = 0 0 97 97
$ cat constraint.sdc
current_design ps2_ctrl

set clk_period 4.6
set clk_io_pct 0.2

create_clock -name clk0 -period $clk_period [get_ports {PS2Clk}]

set non_clock_inputs [all_inputs -no_clocks]
set_input_delay [expr $clk_period * $clk_io_pct] -clock clk0 $non_clock_inputs
set_output_delay [expr $clk_period * $clk_io_pct] -clock clk0 [all_outputs]
==> job_summary.md <==
### Flow metrics

| Metric | Value |
|---|---|
| Areal power density over the cells | `247 mW/mm2` |
| Largest delay contributor family on the critical path | `buffers and inverters` |
| Routability congestion estimate from global placement | `0.749` |
| Setup repair after global routing missed its margin | `no` |
| Post-CTS Hold Fix Bufs | `0` |
| Dpl hpwl | `1520 um` |
| Clock Tree Buf Depth | `2` |
| Worst ir drop on vdd | `0.100 mV` |
| CTS root buf | `clkbuf_8` |
| Cts bufs inserted | `3` |
| Number of post-CTS setup repair buffers | `0` |
| Diode count | `0` |
| Outcome | `finished clean` |
| Launch point of the worst reg-to-reg path | `r_dataCnt[3]$_SDFF_NN0_` |
| Commonest cells after routing, fill and taps aside | `18 x inv_1, 17 x clkdlybuf4s50_1, 10 x o21ai_1, 9 x nand2_1, 8 x edfxtp_1` |
| Primary flip-flop cell chosen by synthesis mapping | `edfxtp_1` |
| First element of the critical path | `r_dataCnt[6]$_SDFF_NN0_` |
| Worst path required time | `3680 ps` |
| Synthesis area per yosys | `886 um2` |
| Count of yosys warnings during synthesis | `1` |
| Final number of hold-violating endpoints | `0` |
| Register area share after synthesis | `45.2%` |
| Final number of setup-violating endpoints | `0` |
| Number of port buffers | `17` |
| Height of the die | `97 um` |
| Buffers & Inverters on Critical Path | `1` |
| Area growth, synth to finish | `41.8%` |
| OpenROAD warning count | `42` |
| Clock latency on the worst-skew pair | `320 ps` |
| Layout cells sized above 1 | `11.0%` |
| Number of cells in the yosys synthesis report | `91` |
| Layout Skew | `8.96 ps` |
| Utilization after layout | `22.3%` |
| CORE AREA | `0.00564 mm2` |
| TritonCTS clock tree | `built` |
| Detail-routed via count per cell | `3.68` |
| Wire length of the first global-routing pass | `3530 um` |
| Vias in the first global route | `777` |
| Number of detailed-routing iterations run before antenna repair | `4` |
| Worst Tran Pin Value | `436 ps` |
| Critical setup path kind | `flip-flop to output pin` |
| DRC | `0` |
| Crit path launch type | `flip-flop` |
| Worst rel slew slack | `70.7%` |
| Clock tree sinks | `16` |
| Remaining global-route overflow | `0` |
| Mapped cell area | `886 um2` |
| Startpoint of the lowest-slack hold path | `r_dataCnt[7]$_SDFF_NN0_` |
| Die ar. | `0.00941 mm2` |
| Critical path data arrival time | `3540 ps` |
| Largest fanout on the critical path | `5` |
| Highest cell delay on the worst timing path | `510 ps` |
| Most frequently placed logic cell in the final layout | `inv_1` |
| I/O pin cnt | `18` |
| Hold slack | `538 ps` |
| CTS resizes | `1` |
| Die width | `97 um` |
| Cell Rows | `27` |
| Combined global-route utilization of all metal layers | `4.35%` |
| Count of max-cap constraint violations | `0` |
| Proportion of synthesized flip-flops having asynchronous set or reset | `0%` |
| Routed wire length per instance | `10.3 um` |
| Largest net degree at the start of global routing | `13` |
| CP Cell Sequence | `clkdlybuf4s50_1` |
| Syn Inst Count | `91` |
| Sum of negative setup slack | `0 ps` |
| DRC marker count from the first detailed-route iteration | `34` |
| Tally of unique sky130hd cells used after synthesis | `29` |
| Post-Synthesis Mean Instance Area | `9.73 um2` |
| Type of element capturing the critical path | `output pin` |
| Number of antenna violations at the first check in global routing | `0` |
| Type of the most critical hold path | `flip-flop to flip-flop` |
| Clock transition at the registers of the reported paths | `30 ps` |
| Vias | `732` |
| Core utilization before placement | `15.7%` |
| Synthesized flop and latch total | `16` |
| Slowest cell on crit path | `clkdlybuf4s50_1` |
| Pins Over Slew Limit | `0` |
| Tally of nets with antenna violations remaining after routing | `0` |
| Static leakage | `0.478 nW` |
| Htree depth | `1` |
| WL final | `2040 um` |
| Number of enable flip-flop cells | `8` |
final cells by class:
cell class                      count  area [um2]
Tap cell                           72        90.1
Multi-Input combinational cell     67         443
Fill cell                         598        4390
Timing Repair Buffer               22         208
Inverter                            2        7.51
Sequential cell                    16         402
Clock buffer                        3        41.3
Clock inverter                     17        65.1
logic make-up after synthesis:
kind of cell	count (synthesis)	share of synthesized area [%]
compound gates	21	12.4
flops	16	45.2
buf+inv	8	4.80
xor+xnor	8	7.91
fa+ha+maj	3	4.24
simple gates	35	25.4
synthesized netlist by cell type, types with 3 or more instances:
| master | count | area share [%] |
|---|---|---|
| o21ai_1 | 10 | 5.6 |
| nand2_1 | 9 | 3.8 |
| dfxtp_1 | 8 | 18 |
| edfxtp_1 | 8 | 27 |
| o21ai_0 | 7 | 4.0 |
| nand3_1 | 6 | 3.4 |
| xnor2_1 | 6 | 5.9 |
| buf_2 | 4 | 2.3 |
| nor2_1 | 4 | 1.7 |
| ha_1 | 3 | 4.2 |
| inv_1 | 3 | 1.3 |
| nand2b_1 | 3 | 2.1 |
per-stage QoR:
step	setup WS (ps)	total power, W	instances	area (um2)
after CTS	111	0.000318	199	1260
after floorplan	743	0.000174	91	886
after detailed placement	209	0.000175	180	1150
final	135	0.000311	199	1260
after global routing	63.8	0.000340	199	1260
after global placement	212	0.000175	180	1150
routing by layer:
| layer | vias to the layer above | routed length, um | track usage [%] |
|---|---|---|---|
| met5 | - | 0 | 0 |
| met1 | 322 | 993 | 5.33 |
| li1 | 394 | - | - |
| met2 | 14 | 924 | 6.44 |
| met4 | 0 | 14 | 1.58 |
| met3 | 2 | 110 | 2.15 |
path summary, 6_finish.rpt:
| path | cells after the start | end | slack, ps |
|---|---|---|---|
| setup / recovery | 1 | o_dataCnt[6] | 140 |
| hold / removal | 1 | r_dataCnt[7]$_SDFF_NN0_ | 540 |
| setup reg to reg | 8 | r_data[7]$_DFFE_NP_ | 2150 |
| hold reg to reg | 1 | r_dataCnt[7]$_SDFF_NN0_ | 540 |
where the power goes:
| part | leakage [nW] | switching (W) | internal [W] | total, W |
|---|---|---|---|---|
| clock network | 0.107 | 0.0000819 | 0.0000779 | 0.000160 |
| logic | 0.251 | 0.000000413 | 0.000000941 | 0.00000135 |
| registers | 0.120 | 0 | 0.000150 | 0.000150 |
state kept, by name, indices dropped and copies added, names as in the netlist:
signal     flops
r_dataCnt      8
r_data         8
Power is estimated from default activity; no workload was simulated.
