--- flow/config.mk ---
export PLATFORM = sky130hd
export DESIGN_NAME = sync_gen
export DESIGN_NICKNAME = sync_gen
export VERILOG_FILES = /design/flow/design.v
export SDC_FILE = /design/flow/constraint.sdc
export NUM_CORES = 4
export LEC_CHECK = 1
export CORE_AREA = 10 10 104 104
export DIE_AREA = 0 0 114 114
--- flow/run.sh ---
#!/bin/bash
# OpenROAD 26Q1-2900-gdf79404cd8, Yosys 0.63+post, stock flow scripts
make -C /OpenROAD-flow-scripts/flow DESIGN_CONFIG=/design/flow/config.mk WORK_HOME=/design/flow/orfs finish
--- flow/design.v ---
`timescale 1ns / 1ps
module clk_div(
    input i_clk,
    output o_clkSlow
    );
    reg [15:0] r_cnt = 1'b0;         
    reg r_clkStb;                    
    parameter c_stbVal = 15'h4000;   
    always @(posedge i_clk)
        begin
            {r_clkStb,r_cnt} <= r_cnt + c_stbVal;
        end
    assign o_clkSlow = r_clkStb;
endmodule
`timescale 1ns / 1ps
module sync_gen(
    i_clk,
    o_hsync, o_vsync, o_blanking, o_line, o_x, o_y
    );
    input i_clk;
    output o_hsync, o_vsync, o_line;
    output [3:0] o_blanking;
    output [9:0] o_x;
    output [8:0] o_y;
    parameter c_VdisplayLength  = 480;   
    parameter c_VpulseWidth     = 2;     
    parameter c_VfrontPorch     = 10;
    parameter c_VbackPorch      = 33;    
    parameter c_VsyncEnd        = c_VfrontPorch + c_VpulseWidth;
    parameter c_VdisplayStart   = c_VsyncEnd + c_VbackPorch;
    parameter c_HdisplayLength  = 640;
    parameter c_HpulseWidth     = 96;
    parameter c_HfrontPorch     = 16;
    parameter c_HbackPorch      = 48;
    parameter c_HsyncEnd        = c_HfrontPorch + c_HpulseWidth;
    parameter c_HdisplayStart   = c_HsyncEnd + c_HbackPorch;
    parameter c_HlineEnd        = c_HdisplayLength + c_HpulseWidth + c_HfrontPorch + c_HbackPorch;   
    parameter c_Vend            = c_VdisplayLength + c_VpulseWidth + c_VfrontPorch + c_VbackPorch;   
    reg [9:0] r_Hcnt = 10'b0;
    reg [8:0] r_Vcnt = 9'b0;
    reg r_line = 1'b0;
    wire w_pixClk;
    clk_div pixClk(
        .i_clk(i_clk),
        .o_clkSlow(w_pixClk)
    );
    always @(posedge i_clk)
        begin
        r_line <= 1'b0;  
            if (w_pixClk)
                begin
                    if(r_Hcnt == c_HlineEnd - 1'b1)
                        begin
                            r_Hcnt <= 10'b0;             
                            r_Vcnt <= r_Vcnt + 1'b1;     
                            r_line <= 1'b1;              
                        end
                    else
                        r_Hcnt <= r_Hcnt + 1'b1;         
                    if(r_Vcnt == c_Vend)
                        begin
                            r_Vcnt <= 9'b0;                 
                        end
                end
        end
    assign o_x = (r_Hcnt < c_HdisplayStart) ? 10'b0 : (r_Hcnt - c_HdisplayStart);                
    assign o_y = (r_Vcnt < c_VdisplayStart) ? 9'b0 : (r_Vcnt - c_VdisplayStart);
    assign o_hsync = ~((r_Hcnt >= c_HfrontPorch) & (r_Hcnt < c_HsyncEnd));             
    assign o_vsync = ~((r_Vcnt >= c_VfrontPorch) & (r_Vcnt < c_VsyncEnd));
    assign o_blanking = ((r_Hcnt < c_HdisplayStart) | (r_Vcnt < c_VdisplayStart) | (r_Hcnt - c_HdisplayStart > 8'hFF) | (r_Vcnt - c_VdisplayStart > 8'hFF)) ? 4'b1111 : 4'b0000;
    assign o_line = r_line;                                                           
endmodule
--- flow/constraint.sdc ---
current_design sync_gen

set clk_period 4.8
set clk_io_pct 0.2

create_clock -name clk0 -period $clk_period [get_ports {i_clk}]

set non_clock_inputs [all_inputs -no_clocks]
set_input_delay [expr $clk_period * $clk_io_pct] -clock clk0 $non_clock_inputs
set_output_delay [expr $clk_period * $clk_io_pct] -clock clk0 [all_outputs]
==> metrics.cfg <==
[detailed_routing]
drt_first_iter_violations = 54
vias_per_cell = 3.88
num_vias = 1122
drc = 0
avgRoutedWirePerCell_um = 10.7
drtAntennaViolNets = 0
dr.pass1.iters = 3
n_antenna_cell = 0
drt_wl_total_um = 3090

[synth]
muxShareOfSynthArea_pct = 1.46
ys_cells = 162
synth_cell_type_count = 34
syn_area_mm2 = 0.00154
syn_avg_cell_area_um2 = 9.49
yosys_warnings = 2
edf_count = 19
common_cells = 25 x nor2_1, 19 x edfxtp_1, 11 x xnor2_1, 10 x inv_1, 10 x nand3_1
synth_area_leader_cell = edfxtp_1
ys_top_logic_family = simple AND/OR/NAND/NOR gates
async_flop_share_pct = 0
ys_area_mm2 = 0.00154
postSynthSeqShare_pct = 42.3
yosysTopAreaCellShare_pct = 37.1
synthXorXnorAreaFrac_pct = 9.68
ys_sh_adder_pct = 6.51
area_leaders = edfxtp_1 37%, ha_1 6.5%, xnor2_1 6.3%
synthAoiAreaFrac_pct = 5.86
simple_gate_share_pct = 27.2
yosysMostFrequentCell = nor2_1
ff_type = edfxtp_1
syn_inst = 162
ys.flops = 23

[placed_design]
dp_hpwl_um = 2360
place_congestion = 0.783
place_inst = 285
numPortBuffers = 26

[global_route]
grt_start_max_net_pins = 15
top_usage_layer = met2
grt_pass1_vias = 1072
grt_usage_pct = 4.47
grt_use_met3_pct = 0.372
antenna_found_initial = 0
grtUsageMet2_pct = 7.90
grt_first_pass_wirelength_um = 4990
use_met1_pct = 5.84
grt.overflow.total = 0

[clock_tree]
clk_pin_slew_ns = 0.08
cts_made_buffers = 3
clkLatencyLatePin_ns = 0.26
clockBufferDepth = 2
cts_hold_buf = 0
root_buffer = clkbuf_8
cts.repair.resized = 0
cts_tree = built
htree_num_levels = 1
clock_sinks = 23
post_cts_buffers = 0

[finish]
fin_cells = 289
drive_above_1_share_pct = 5.52
syn2layout_area_growth_pct = 24.1
nFillCells = 959

[worst_setup_path]
cp-end-kind = output port
cpPeakStageDelay_ns = 0.50
start_kind = flip-flop
critPathKind = flip-flop to output port
rr_worst_depth = 4
reg2reg_slack_ns = 2.72
arrival_ns = 2.46
critical_path_peak_fanout = 8
crit_chain = inv_1 -> ha_1 -> and3b_4 -> nor4_2 -> nor3_1 -> or3_1 -> clkdlybuf4s50_1
worstPathRequired_ns = 3.84
cpMaxStageDelayCell = edfxtp_1

[final_timing]
period_needed_ns = 3.42
finalHoldViolCount = 0
worstMarginPinSlew_ns = 0.554
drv_slew = 0
holdWs_ns = 0.391
fin_tns_setup_ns = 0
setup_viol = 0
slew_headroom_pct = 62.8
fmax_mhz = 292
fin_skew_ns = 0.00180
rsz0062_at_grt = no
fin_crit_sh_pct = 71.3

[floorplanning]
die_h_um = 114
fp_util_pct = 17.7
rows = 34
boundaryPins = 27
core_area_mm2 = 0.00868
die_w_um = 114
dieArea_mm2 = 0.0130

[hold_path]
hold_class = flip-flop to flip-flop
min_path_cells = 1

[power_and_ir_drop]
power_frac_clock_pct = 36.4
power.total_mw = 0.334
p_int_mw = 0.272
switchingPower_mw = 0.0623
sequentialPowerShare_pct = 63.6
p_leak_nw = 0.671
power_switching_share_pct = 18.7
pwr-share-comb_pct = 0
ir_worst_vdd_uv = 80.3
power_density_mw_per_mm2 = 175

[run_status]
status = finished, final reports clean

[job]
warnings = 30
drv_cap = 0

==> path summary, 6_finish.rpt <==
| check | start | endpoint |
|---|---|---|
| worst max-delay path | r_Vcnt[0] | o_blanking[0] |
| worst min-delay path | pixClk.r_cnt[14] | pixClk.r_cnt[14] |
| worst max register to register | r_Hcnt[0] | r_Vcnt[8] |
| worst min register to register | pixClk.r_cnt[14] | pixClk.r_cnt[14] |
==> layout make-up <==
cell class	instances	area (um^2)	area share [%]
Timing Repair Buffer	26	260	13.6
Sequential cell	23	651	34.1
Tap cell	108	135	7.08
Multi-Input combinational cell	118	779	40.9
Clock buffer	4	45.0	2.36
Inverter	10	37.5	1.97
==> through the flow <==
step / cell area (um^2) / utilization [%] / worst slack [ns]
finish: 1910 / 22.0 / 1.38
global route: 1910 / 22.0 / 1.22
CTS: 1910 / 22.0 / 1.33
detailed placement: 1860 / 21.5 / 1.63
global placement: 1860 / 21.5 / 1.67
floorplan: 1540 / - / 2.16
==> power by group through the flow <==
stage | logic [mW] | clock network (mW) | registers (mW)
after CTS | 0.000000395 | 0.125 | 0.213
after global routing | 0.000000395 | 0.131 | 0.213
final | 0.000000395 | 0.122 | 0.213
==> sequential cells by signal, indices dropped and copies added (netlist names) <==
name / count
pixClk.r_clkStb: 1
r_line: 1
pixClk.r_cnt: 2
r_Vcnt: 9
r_Hcnt: 10
==> cell usage in the layout, fill, tap and decap left out, drive strengths merged <==
cell type	n
o211a	1
dfxtp	4
o31ai	1
ha	8
clkdlybuf4s50	26
nand4	3
a311oi	1
and3b	1
inv	10
nand2	9
and2	7
nor2b	3
o21ai	5
nand3	10
or3	3
mux2	2
nor2	25
xor2	6
o211ai	2
nand2b	4
o311ai	1
nor4	3
nor3	9
a21oi	3
clkbuf	4
edfxtp	19
xnor2	11
==> per-layer routing <==
layer  part of all wire, %  up-vias  wire length (um)
met5                     0        -                 0
met4                   1.5        0                47
met3                   1.7        2                54
met2                    50        8              1530
li1                      -      589                 -
met1                    47      523              1460
==> worst max-delay path: cells and delay by family, from the launching register on <==
family	cells	cell delay, ns
adder cells (fa/ha/maj)	1	0.21
AND/OR/NAND/NOR	4	0.88
buffers and inverters	2	0.61
flip-flops	1	0.50
==> logic make-up after synthesis <==
| logic type | count (synthesis) |
|---|---|
| DFF | 23 |
| xor gates and xnor gates | 17 |
| adders and majority gates | 8 |
| buffers and inverters | 21 |
| AOI/OAI and AO/OA | 14 |
| muxes | 2 |
| and+or+nand+nor | 77 |
Power is estimated from default activity; no workload was simulated.
